===== ./design.v =====
module round_robin_arbiter
#(parameter integer THREE_SECS_FREQ = 150000000)
(clk, reset, request_queue, grant_out);
input clk, reset;
input [3:0] request_queue;
output [3:0] grant_out;
  localparam [1:0]
               req_line_1 = 0,
               req_line_2 = 1,
               req_line_3 = 2,
               req_line_4 = 3;
  reg [1:0] current_state, next_state;
reg [3:0] token;  
reg enable;
integer time_counter = 0;   
always @(posedge clk) begin
    if (reset) begin
        current_state <= req_line_1;
    end
    else if (enable == 1'b1)begin
        current_state <= next_state;
    end
end
always @ (posedge clk) begin
    time_counter = time_counter + 1;
    if (time_counter == THREE_SECS_FREQ) begin
        enable = 1'b1;
        time_counter = 0;
    end
    else enable = 1'b0;
end
always @ (current_state, request_queue) begin
    case(current_state)
        req_line_1 : begin
                        token = 4'b0001;
                        next_state = req_line_2;
        end
        req_line_2 : begin
                        token = 4'b0010;
                        next_state = req_line_3;
        end
        req_line_3 : begin
                        token = 4'b0100;
                        next_state = req_line_4;
        end
        req_line_4 : begin
                        token = 4'b1000;
                        next_state = req_line_1;
        end
    endcase
end
assign grant_out[3:0] = token[3:0] & request_queue[3:0];
endmodule  

===== ./run.sh =====
#!/bin/bash
# OpenROAD 26Q1-2900-gdf79404cd8, Yosys 0.63+post, stock flow scripts
make -C /OpenROAD-flow-scripts/flow DESIGN_CONFIG=/design/flow/config.mk WORK_HOME=/design/flow/orfs finish

===== ./config.mk =====
export PLATFORM = sky130hd
export DESIGN_NAME = round_robin_arbiter
export DESIGN_NICKNAME = round_robin_arbiter
export VERILOG_FILES = /design/flow/design.v
export SDC_FILE = /design/flow/constraint.sdc
export NUM_CORES = 4
export LEC_CHECK = 1
export CORE_AREA = 10 10 113 113
export DIE_AREA = 0 0 123 123

===== ./constraint.sdc =====
current_design round_robin_arbiter

set clk_period 6.0
set clk_io_pct 0.2

create_clock -name clk0 -period $clk_period [get_ports {clk}]

set non_clock_inputs [all_inputs -no_clocks]
set_input_delay [expr $clk_period * $clk_io_pct] -clock clk0 $non_clock_inputs
set_output_delay [expr $clk_period * $clk_io_pct] -clock clk0 [all_outputs]

==> flow_metrics.tcl <==
# yosys + openroad results
set metrics [dict create \
    io_pins 10 \
    postSynthSeqShare 0.404 \
    hold_class "reg2reg" \
    dr_total_vias 1444 \
    worstPathArrival_ns 2.40 \
    gp_routability_congestion 0.840 \
    post-layout-total-power_mw 0.466 \
    synthToLayoutAreaGrowth_pct 18.9 \
    drive_above_1_share 0.0794 \
    critPathKind "in2out" \
    grt_first_pass_wirelength_um 6290 \
    grt_start_max_net_pins 14 \
    fillCellCount 1098 \
    ys_ff 37 \
    detail_route.wirelength.met1_um 1800 \
    antenna_cells_inserted 0 \
    synth.top_cell.area_share 0.404 \
    post-dp-hpwl_um 2630 \
    power.density_cell_area_nw_per_um2 214 \
    antenna_violating_nets_post_route 0 \
    worst_skew_pair.late_latency_ns 0.29 \
    h-tree-depth 2 \
    total_die_size_um2 15100 \
    post_cts_resized 0 \
    cts_sinks 37 \
    grt_pass1_vias 1331 \
    hold_slack_ns 0.468 \
    synth_top_cell_by_area "sky130_fd_sc_hd__dfxtp_1" \
    horizontal_die_dimension_um 123 \
    crit_path_max_fanout 1 \
    port_buffers 9 \
    regArea_um2 741 \
    hold_viol 0 \
    firstDrtPassIters 4 \
    synth.lib_cells_used.distinct 39 \
    logic_area_um2 1040 \
    cts_root_buf "sky130_fd_sc_hd__clkbuf_8" \
    synth.yosys.chip_area_um2 1840 \
    top_layer_used "met4" \
    warning_count 26 \
    cts_tree "built" \
    placeableCoreArea_um2 10300 \
    rows 37 \
    final_max_slew_viol_count 0 \
    globalRouteTotalUtil 0.0494 \
    routed_wirelength_um 3620 \
    outcome "finished clean" \
    period_minus_slack_ns 3.60 \
    netlist_top_cells_area "sky130_fd_sc_hd__dfxtp_1 40%, sky130_fd_sc_hd__xnor2_1 7.6%, sky130_fd_sc_hd__xor2_1 6.7%, sky130_fd_sc_hd__nor2_1 5.5%, sky130_fd_sc_hd__nand4_1 4.8%" \
    global_route.overflow_total 0 \
    numCtsBuffers 5 \
    grt_setup_unrepaired "false" \
    met2RoutedLength_um 1540 \
    synth.yosys.num_cells 202 \
    post_synth_inst_count 202 \
    routedWlPerCell_um 10.3 \
    slew_headroom 0.491 \
    ir_drop_v 0.0000723 \
    timing.final.setup_violations 0 \
    floorplan.initialDensity 0.178 \
    critPathRequiredTime_ns 4.80 \
    route.detailed.vias_per_inst 4.13 \
    clk_pin_slew_ns 0.08 \
    syn_area_um2 1840 \
    min_period_over_period 0.599 \
    timing.fmax_mhz 278 \
    aggregate_negative_setup_slack_ns 0 \
    transition_at_the_pin_with_the_smallest_max_transition_slack_ns 0.758 \
    setup.worst_path.start_class "input pin" \
    leakage_power_nw 0.757 \
    drc 0 \
    yosys_warnings 1 \
    finClkSkew_ns 0.0106 \
    antenna_found_initial 0 \
    synth_area_per_cell_um2 9.09 \
    detailroute.wirelength.met3_um 245 \
    cts_hold_repair.buffers 0 \
    max-clock-path-buffers 2 \
    die-height_um 123 \
    cts.repair_timing.setup_buffer_count 0 \
    cap_viol_max_count 0 \
    cp-end-kind "output port" \
    drt-initial-drc-count 105 \
]
routing by layer:
| layer | vias up | track usage |
|---|---|---|
| li1 | 740 | - |
| met1 | 667 | 0.0741 |
| met3 | 2 | 0.0102 |
| met4 | 0 | 0.00728 |
| met5 | - | 0 |
| met2 | 35 | 0.0733 |
kinds of logic after synthesis:
| kind of cell | share of synthesized area |
|---|---|
| buffers and inverters | 0.0320 |
| XOR/XNOR | 0.143 |
| multiplexers | 0.0218 |
| AND/OR/NAND/NOR | 0.348 |
| adder cells (fa/ha/maj) | 0.0136 |
| AND-OR/OR-AND | 0.0382 |
| flip-flops | 0.404 |
cells in the mapped netlist:
library cell / number
sky130_fd_sc_hd__o21a_1: 1
sky130_fd_sc_hd__inv_1: 8
sky130_fd_sc_hd__nor3_4: 1
sky130_fd_sc_hd__nand3_1: 14
sky130_fd_sc_hd__and2_1: 3
sky130_fd_sc_hd__nand4_1: 14
sky130_fd_sc_hd__nand4_2: 1
sky130_fd_sc_hd__o21ai_1: 1
sky130_fd_sc_hd__nor3_1: 3
sky130_fd_sc_hd__or3_1: 2
sky130_fd_sc_hd__mux2i_1: 4
sky130_fd_sc_hd__or4_1: 2
sky130_fd_sc_hd__nor2b_1: 2
sky130_fd_sc_hd__xnor2_1: 16
sky130_fd_sc_hd__xor2_1: 14
sky130_fd_sc_hd__and4_1: 2
sky130_fd_sc_hd__nor4b_1: 2
sky130_fd_sc_hd__dfxtp_1: 37
sky130_fd_sc_hd__or4b_1: 1
sky130_fd_sc_hd__buf_2: 2
sky130_fd_sc_hd__nand3_4: 1
sky130_fd_sc_hd__buf_6: 1
sky130_fd_sc_hd__a31oi_1: 1
sky130_fd_sc_hd__or4_4: 1
sky130_fd_sc_hd__a22o_1: 1
sky130_fd_sc_hd__nor2_1: 27
sky130_fd_sc_hd__nor4_2: 1
sky130_fd_sc_hd__clkbuf_1: 2
sky130_fd_sc_hd__o31ai_1: 1
sky130_fd_sc_hd__or2_2: 2
sky130_fd_sc_hd__nand4b_1: 1
sky130_fd_sc_hd__ha_1: 2
sky130_fd_sc_hd__nor4_1: 7
sky130_fd_sc_hd__nor4_4: 2
sky130_fd_sc_hd__o2bb2ai_1: 1
sky130_fd_sc_hd__nand2_1: 13
sky130_fd_sc_hd__nor3b_1: 2
sky130_fd_sc_hd__a211o_1: 3
sky130_fd_sc_hd__and3_1: 3
worst max-delay path, stage by stage:
cell	delay, ns
sky130_fd_sc_hd__clkdlybuf4s50_1	0.45
sky130_fd_sc_hd__nor4b_1	0.23
sky130_fd_sc_hd__clkdlybuf4s50_1	0.52
per-stage QoR:
stage	worst slack [ns]	instance area (µm²)	utilization	std cells
floorplan	3.30	1840	-	202
detailed placement	2.41	2070	0.200	342
CTS	2.40	2180	0.211	350
global route	2.38	2180	0.211	350
finish	2.40	2180	0.211	350
global placement	2.43	2070	0.200	342
final timing paths:
check,start,to,slack [ns],cells after the start
worst max-delay path,request_queue[0],grant_out[0],2.40,3
worst min-delay path,time_counter[31],time_counter[31],0.47,1
worst max register to register,time_counter[0],time_counter[20],2.76,8
worst min register to register,time_counter[31],time_counter[31],0.47,1
cells in the final DEF, fill, tap and decap left out, types with 2 or more instances in the layout:
master / n
sky130_fd_sc_hd__xnor2_1: 16
sky130_fd_sc_hd__nor3b_1: 2
sky130_fd_sc_hd__mux2i_1: 4
sky130_fd_sc_hd__nand3_1: 14
sky130_fd_sc_hd__or2_2: 2
sky130_fd_sc_hd__nand4_1: 14
sky130_fd_sc_hd__nor4_4: 2
sky130_fd_sc_hd__nor3_1: 3
sky130_fd_sc_hd__clkbuf_8: 5
sky130_fd_sc_hd__a211o_1: 3
sky130_fd_sc_hd__nor4b_1: 2
sky130_fd_sc_hd__or4_1: 2
sky130_fd_sc_hd__and4_1: 2
sky130_fd_sc_hd__nor2b_1: 2
sky130_fd_sc_hd__or3_1: 2
sky130_fd_sc_hd__nand2_1: 13
sky130_fd_sc_hd__inv_1: 8
sky130_fd_sc_hd__nor4_1: 7
sky130_fd_sc_hd__clkdlybuf4s50_1: 9
sky130_fd_sc_hd__dfxtp_1: 37
sky130_fd_sc_hd__xor2_1: 14
sky130_fd_sc_hd__and2_1: 3
sky130_fd_sc_hd__nor2_1: 27
sky130_fd_sc_hd__and3_1: 3
sky130_fd_sc_hd__ha_1: 2
area by class of cell:
| class | count | share of cell area |
|---|---|---|
| Clock inverter | 3 | 0.0212 |
| Clock buffer | 5 | 0.0315 |
| Timing Repair Buffer | 9 | 0.0413 |
| Inverter | 8 | 0.0138 |
| Sequential cell | 37 | 0.339 |
| Multi-Input combinational cell | 152 | 0.475 |
| Tap cell | 136 | 0.0780 |
power by group:
group	switching, mW	internal (mW)	total (mW)
Sequential	0.0000000000000000945	0.245	0.245
Combinational	0.000753	0.00355	0.00430
Clock	0.0921	0.124	0.217
Total	0.0929	0.373	0.466
registers in the layout (all words and copies together) (netlist names):
| signal | flops |
|---|---|
| time_counter | 32 |
| current_state | 4 |
| enable | 1 |
Power and IR drop assume default switching activity.
